$ cat /design/flow/design.v
 module ALU(Ain, Bin, ALUop, status, out);
  input [15:0] Ain, Bin;
  input [1:0] ALUop;
  output reg [15:0] out;
  output reg [2:0] status;  
  always@* begin  
    if(ALUop == 2'b00)  
	out = Ain + Bin;
    else if(ALUop == 2'b01)  
	out = Ain - Bin;
    else if(ALUop == 2'b10)  
	out = Ain & Bin;
    else if(ALUop == 2'b11)  
	out = ~Bin;
    else  
	out = 2'b00; 
    if(out == 16'b0000000000000000)
	status = 3'b001;  
    else if (out[15] == 1'b1 && ALUop != 2'b01)  
	status = 3'b010;  
    else if (ALUop == 2'b01 && Ain[15] == 0 && Bin[15] == 1 && out[15] == 1 
		|| ALUop == 2'b01 && Ain[15] == 1 && Bin[15] == 0 && out[15] == 0)
	status = 3'b100;  
    else
	status = 3'b000;
  end
endmodule
module datapath(datapath_in, vsel, writenum, write, readnum, clk, loada, loadb, aselin, 
		sximm5, asel, bsel, shift, ALUop, loadc, loads, datapath_out, status, mdata, sximm8, PC);  
	input [15:0] datapath_in, aselin, sximm8;  
	input [2:0] writenum, readnum;
 	input [1:0] shift, ALUop;
	input write, clk, loada, loadb, asel, bsel, loadc, loads;
	input [1:0] vsel;  
	input wire [15:0] mdata, sximm5;  
	input wire [7:0] PC;  
	output [15:0] datapath_out;
	output wire [2:0] status;  
	wire [15:0] data_out, A_asel, B_shifter, shifter_bsel, ALU_C;
	wire [2:0] ALU_status;  
	reg [15:0] asel_ALU, bsel_ALU, data_in;
	assign mdata = 16'sb0;  
	assign PC = 8'sb0;  
	always @(*) begin  
		case (vsel)
		2'b00 : data_in = mdata;
		2'b01 : data_in = sximm8;
		2'b10 : data_in = {8'b0, PC};
		2'b11 : data_in = datapath_out;
		endcase
	end
	regfile RF(data_in, writenum, write, readnum, clk, data_out);  
	vDFFE #(16) A(clk, loada, data_out, A_asel);  
	vDFFE #(16) B(clk, loadb, data_out, B_shifter);  
	shifter SHFT(B_shifter, shift, shifter_bsel);   
	always @(*) begin   
		if(asel == 1'b1)
			asel_ALU = aselin;
		else
			asel_ALU = A_asel;
	end
	always @(*) begin   
		if(bsel == 1'b1)
			bsel_ALU = sximm5;  
		else
			bsel_ALU = shifter_bsel;
	end
	ALU ALUmod(asel_ALU, bsel_ALU, ALUop, ALU_status, ALU_C);  
  	vDFFE #(16) C(clk, loadc, ALU_C, datapath_out);  
	vDFFE #(3) statusMod(clk, loads, ALU_status, status);  
endmodule
module lab5_top(KEY,SW,LEDR,HEX0,HEX1,HEX2,HEX3,HEX4,HEX5,CLOCK_50);
  input [3:0] KEY;
  input [9:0] SW;
  output [9:0] LEDR; 
  output [6:0] HEX0, HEX1, HEX2, HEX3, HEX4, HEX5;
  input CLOCK_50;
  wire [15:0] datapath_out, datapath_in;
  wire write, vsel, loada, loadb, asel, bsel, loadc, loads;
  wire [2:0] readnum, writenum;
  wire [1:0] shift, ALUop;
  input_iface IN(CLOCK_50, SW, datapath_in, write, vsel, loada, loadb, asel, 
                 bsel, loadc, loads, readnum, writenum, shift, ALUop, LEDR[8:0]);
  datapath DP ( .clk         (~KEY[0]),  
                .readnum     (readnum),
                .vsel        (vsel),
                .loada       (loada),
                .loadb       (loadb),
                .shift       (shift),
                .asel        (asel),
                .bsel        (bsel),
                .ALUop       (ALUop),
                .loadc       (loadc),
                .loads       (loads),
                .writenum    (writenum),
                .write       (write),  
                .datapath_in (datapath_in),
                .status      (LEDR[9]),
                .datapath_out(datapath_out)
             );
  sseg H0(datapath_out[3:0],   HEX0);   
  sseg H1(datapath_out[7:4],   HEX1);
  sseg H2(datapath_out[11:8],  HEX2);
  sseg H3(datapath_out[15:12], HEX3);
  assign HEX4 = 7'b1111111;   
  assign HEX5 = 7'b1111111;   
endmodule
module input_iface(clk, SW, datapath_in, write, vsel, loada, loadb, asel, bsel, 
                   loadc, loads, readnum, writenum, shift, ALUop, LEDR);
  input clk;
  input [9:0] SW;
  output [15:0] datapath_in;
  output write, vsel, loada, loadb, asel, bsel, loadc, loads;
  output [2:0] readnum, writenum;
  output [1:0] shift, ALUop;
  output [8:0] LEDR;
  wire sel_sw = SW[9];  
  wire [15:0] datapath_in_next = sel_sw ? {8'b0,SW[7:0]} : datapath_in;
  vDFF #(16) DATA(clk,datapath_in_next,datapath_in);
  wire [8:0] ctrl_sw;
  wire [8:0] ctrl_sw_next = sel_sw ? ctrl_sw : SW[8:0];
  vDFF #(9) CTRL(clk,ctrl_sw_next,ctrl_sw);
  assign {readnum,vsel,loada,loadb,shift,asel,bsel,ALUop,loadc,loads,writenum,write}={
           ctrl_sw[3:1], ctrl_sw[4], ctrl_sw[5], ctrl_sw[6], 
           ctrl_sw[2:1], ctrl_sw[3], ctrl_sw[4], ctrl_sw[6:5], ctrl_sw[7], ctrl_sw[8],  
           ctrl_sw[3:1], ctrl_sw[0]    
  };
  assign LEDR = sel_sw ? ctrl_sw : {1'b0, datapath_in[7:0]};  
endmodule         
module vDFF(clk,D,Q);
  parameter n=1;
  input clk;
  input [n-1:0] D;
  output [n-1:0] Q;
  reg [n-1:0] Q;
  always @(posedge clk)
    Q <= D;
endmodule
module sseg(in,segs);
  input [3:0] in;
  output reg [6:0] segs;
always @(in) begin
  case(in)
    4'b0000: segs = 7'b1000000;  
    4'b0001: segs = 7'b1111001;  
    4'b0010: segs = 7'b0100100;  
    4'b0011: segs = 7'b0110000;  
    4'b0100: segs = 7'b0011001;  
    4'b0101: segs = 7'b0010010;  
    4'b0110: segs = 7'b0000010;  
    4'b0111: segs = 7'b1111000;  
    4'b1000: segs = 7'b0000000;  
    4'b1001: segs = 7'b0011000;  
    4'b1010: segs = 7'b0001000;  
    4'b1011: segs = 7'b0000011;  
    4'b1100: segs = 7'b1000110;  
    4'b1101: segs = 7'b0100001;  
    4'b1110: segs = 7'b0000110;  
    4'b1111: segs = 7'b0001110;  
  default: segs = 7'b1111111;  
  endcase
end
endmodule
module regfile(data_in, writenum, write, readnum, clk, data_out);
	parameter n = 16;
	parameter m = 3;
	parameter j = 8;
	input [n-1:0] data_in;
	input [m-1:0] writenum, readnum; 	
	input clk, write;
	output [n-1:0] data_out;
	wire [n-1:0] data_out, out0, out1, out2, out3, out4, out5, out6, out7, MUX_out;
	wire [j-1:0] s, b;
	Dec #(3,8) d1(writenum, b);  
	wire en0 = b[0] & write;     
	wire en1 = b[1] & write;
	wire en2 = b[2] & write;
	wire en3 = b[3] & write;
	wire en4 = b[4] & write;
	wire en5 = b[5] & write;
	wire en6 = b[6] & write;
	wire en7 = b[7] & write;
	vDFFE #(16) R0(clk, en0, data_in, out0);	 
	vDFFE #(16) R1(clk, en1, data_in, out1);
	vDFFE #(16) R2(clk, en2, data_in, out2);
	vDFFE #(16) R3(clk, en3, data_in, out3);
	vDFFE #(16) R4(clk, en4, data_in, out4);
	vDFFE #(16) R5(clk, en5, data_in, out5);
	vDFFE #(16) R6(clk, en6, data_in, out6);
	vDFFE #(16) R7(clk, en7, data_in, out7);
	Dec #(3,8) d2(readnum, s);  
	Mux8 #(16) M1(out7, out6, out5, out4 , out3, out2, out1, out0, s, MUX_out);  
	assign data_out = MUX_out;  
endmodule
module Mux8(R7, R6, R5, R4 , R3, R2, R1, R0, s, out);
	parameter k = 16;
	input [k-1:0] R7, R6, R5, R4 , R3, R2, R1, R0;
	input [7:0] s;
	output [k-1:0] out;
	wire [k-1:0] out;
	assign out = ({k{s[0]}} & R0) | ({k{s[1]}} & R1) | ({k{s[2]}} & R2) | ({k{s[3]}} & R3) |   
		           ({k{s[4]}} & R4) | ({k{s[5]}} & R5) |({k{s[6]}} & R6) | ({k{s[7]}} & R7);
endmodule
module vDFFE(clk, load, data_in, out);
	parameter n = 16;
	input clk, load;
	input [n-1:0] data_in;
	output [n-1:0] out;
	reg [n-1:0] out;
	wire [n-1:0] next_out = load ? data_in : out;  
	always @(posedge clk)  
		out = next_out;
endmodule 
module Dec(a,b);
	parameter n = 3;
	parameter m = 8;
	input [n-1:0] a;
	output [m-1:0] b;
	wire [m-1:0] b = 1 << a;  
endmodule
module shifter(Bin, shift, out);
  input [15:0] Bin;
  input [1:0] shift;
  output reg [15:0] out;
  always@* begin
    if(shift == 2'b00)  
	out = Bin;
    else if(shift == 2'b01) begin  
	out = Bin << 1;
	out[0] = 1'b0;  
    end
    else if(shift == 2'b10) begin  
	out = Bin >> 1;
	out[15] = 1'b0;  
    end
    else if(shift == 2'b11) begin  
	out = Bin >> 1;
	out[15] = Bin[15];  
    end
    else  
	out = Bin;
  end
endmodule
$ cat /design/flow/run.sh
#!/bin/bash
# OpenROAD 26Q1-2900-gdf79404cd8, Yosys 0.63+post, stock flow scripts
make -C /OpenROAD-flow-scripts/flow DESIGN_CONFIG=/design/flow/config.mk WORK_HOME=/design/flow/orfs finish
$ cat /design/flow/config.mk
export PLATFORM = sky130hd
export DESIGN_NAME = lab5_top
export DESIGN_NICKNAME = lab5_top
export VERILOG_FILES = /design/flow/design.v
export SDC_FILE = /design/flow/constraint.sdc
export NUM_CORES = 4
export LEC_CHECK = 1
export CORE_AREA = 10 10 99 99
export DIE_AREA = 0 0 109 109
$ cat /design/flow/constraint.sdc
current_design lab5_top

set clk_period 1.1
set clk_io_pct 0.2

create_clock -name clk0 -period $clk_period [get_ports {CLOCK_50}]

set non_clock_inputs [all_inputs -no_clocks]
set_input_delay [expr $clk_period * $clk_io_pct] -clock clk0 $non_clock_inputs
set_output_delay [expr $clk_period * $clk_io_pct] -clock clk0 [all_outputs]
==> reports/metrics.json <==
{
  "dp_hpwl": {"value": 1.85, "unit": "mm"},
  "grt_pass1_wl": {"value": 3.14, "unit": "mm"},
  "violations": {"value": "negative setup slack"},
  "final.fill_count": {"value": 819},
  "finalPower": {"value": 1.54, "unit": "mW"},
  "synth_flops": {"value": 21},
  "floorplan.die.height": {"value": 109, "unit": "um"},
  "final_critical_path_setup_slack": {"value": -0.131, "unit": "ns"},
  "swShare": {"value": 0.182},
  "synth_area": {"value": 0.00109, "unit": "sq mm"},
  "hold_viol_final": {"value": 0},
  "p_leak": {"value": 0.669, "unit": "nW"},
  "grt_max_degree": {"value": 13},
  "unconstrained_endpoints": {"value": 23},
  "utilization": {"value": 0.205},
  "setup_repair_after_global_routing_missed_its_margin": {"value": "yes"},
  "min_period": {"value": 1.23, "unit": "ns"},
  "finalWeightedCongestion": {"value": 0.697},
  "floorplan.core_util": {"value": 0.142},
  "chipWidth": {"value": 109, "unit": "um"},
  "switchingPower": {"value": 0.279, "unit": "mW"},
  "core-area": {"value": 0.00773, "unit": "sq mm"},
  "post_synth_inst_count": {"value": 79},
  "yosysCellCount": {"value": 79},
  "tritoncts_clock_tree": {"value": "done"},
  "area_delta_synth_final": {"value": 44.5, "unit": "%"},
  "timing.final.max_slew_violations": {"value": 0},
  "start_kind": {"value": "flop"},
  "ant_nets": {"value": 0},
  "floorplan.die_area": {"value": 0.0119, "unit": "sq mm"},
  "antenna_cells": {"value": 0},
  "ports": {"value": 67},
  "summed_standard_cell_area_reported_by_yosys": {"value": 0.00109, "unit": "sq mm"},
  "warning_count": {"value": 30},
  "max_cap_viol_count": {"value": 0},
  "internal_power": {"value": 1.26, "unit": "mW"},
  "placement.setup.worst_slack": {"value": -0.787, "unit": "ns"},
  "timing.critical_path.to_type": {"value": "output port"},
  "cp_data_arrival_time": {"value": 1.01, "unit": "ns"},
  "setup_viol": {"value": 9},
  "required": {"value": 0.88, "unit": "ns"},
  "first_global_vias": {"value": 627},
  "hold_path_class": {"value": "input pin to flop"},
  "power_density": {"value": 972, "unit": "mW/mm^2"},
  "routed_wl": {"value": 2.23, "unit": "mm"},
  "antenna_violations_before_repair": {"value": 0},
  "htree_num_levels": {"value": 1},
  "layout_top_cell_excl_fill_tap": {"value": "sky130_fd_sc_hd__clkdlybuf4s50_1"},
  "grt.overflow.total": {"value": 0},
  "fraction_of_power_consumed_by_the_clock_network": {"value": 0.284},
  "count_of_unclocked_register_or_latch_pins": {"value": 4},
  "dr.pass1.iters": {"value": 2},
  "drt_first_iter_violations": {"value": 8},
  "io_buffer_count": {"value": 37},
  "synth.avg_cell_area": {"value": 13.8, "unit": "sq um"},
  "synth_cell_type_count": {"value": 11},
  "max_clock_freq": {"value": 0.813, "unit": "GHz"},
  "critical_path_peak_fanout": {"value": 2},
  "route.detailed.drc": {"value": 0},
  "detailroute.via_count": {"value": 578},
  "floorplan.rows": {"value": 32},
  "vias_per_cell": {"value": 2.58},
  "seq_power_share": {"value": 0.522},
  "fraction_of_layout_instances_using_a_drive_strength_above_1": {"value": 0.344},
  "part_of_the_total_power_dissipated_in_combinational_logic": {"value": 0.194},
  "cts_buffers": {"value": 3},
  "final_cell_mix": {"value": "sky130_fd_sc_hd__clkdlybuf4s50_1 (27), sky130_fd_sc_hd__conb_1 (26), sky130_fd_sc_hd__edfxtp_1 (19)"},
  "run_status": {"value": "complete, but fails checks"},
  "avgRoutedWirePerCell": {"value": 9.96, "unit": "um"},
  "seq_area_frac_synth": {"value": 0.558},
  "critical_path_class": {"value": "flop to output port"},
  "clk_pin_slew_worst_paths": {"value": 0.06, "unit": "ns"},
  "globalRouteTotalUtil": {"value": 0.0340},
  "ctsRootBufferMaster": {"value": "sky130_fd_sc_hd__clkbuf_8"},
  "cts.path.max_buffers": {"value": 2},
  "post-route-period-util": {"value": 1.12},
  "peakVddDrop": {"value": 667, "unit": "uV"},
  "synth.yosys.warnings": {"value": 58}
}
[Yosys cell counts]
cell	instances	area [sq um]
sky130_fd_sc_hd__mux2_2	1	11.3
sky130_fd_sc_hd__and2_2	1	7.51
sky130_fd_sc_hd__buf_6	1	11.3
sky130_fd_sc_hd__conb_1	2	7.51
sky130_fd_sc_hd__edfxtp_1	19	571
sky130_fd_sc_hd__buf_4	40	300
sky130_fd_sc_hd__nand2_1	1	3.75
sky130_fd_sc_hd__dfxtp_1	2	40.0
sky130_fd_sc_hd__mux2_4	8	120
sky130_fd_sc_hd__mux2i_1	1	10.0
sky130_fd_sc_hd__inv_1	3	11.3
[power groups by stage]
| stage | logic, mW | clock network, mW | registers (mW) |
|---|---|---|---|
| global route | 0.328 | 0.479 | 0.808 |
| CTS | 0.279 | 0.452 | 0.802 |
| finish | 0.298 | 0.436 | 0.802 |
[state kept, by name (all words and copies together) (netlist names)]
signal            count
IN.CTRL.Q             9
IN.DATA.Q             8
DP.C.out              1
DP.statusMod.out      1
HEX1                  1
HEX3                  1
[stage by stage]
stage	TNS (ns)	std cells	hold slack (ns)	cell area (sq um)
4_1_cts	-1.06	222	0.371	1530
2_1_floorplan	0	103	0.319	1180
5_1_grt	-1.29	224	0.320	1580
3_5_place_dp	-9.82	208	0.778	1420
3_3_place_gp	-9.81	208	0.780	1420
6_report	-0.907	224	0.318	1580
[per-layer routing]
metal	vias up	wire [um]	GRT usage
li1	280	-	-
met1	254	877	0.0393
met2	42	987	0.0553
met3	2	360	0.0209
met4	0	6	0.00188
met5	-	0	0
[repair_timing]
action                                  in CTS  in global routing
hold buffers                                 0                  0
pin swaps                                    1                  1
gates resized                               45                  7
setup buffers                                9                  2
endpoints found under the setup margin       9                  9
cloned                                       1                  0
[worst paths after layout]
kind | start | to | slack (ns) | cells after the start
max | IN.CTRL.Q[6]$_DFFE_PN_ | LEDR[6] | -0.13 | 2
min | SW[9] | IN.DATA.Q[6]$_DFFE_PP_ | 0.32 | 2
[layout make-up]
class	instances	area (sq um)	area share
timing repair buffer	56	534	0.338
clock buffer	4	45.0	0.0285
inverter	3	11.3	0.00713
tap	102	128	0.0808
multi-input combinational	38	251	0.159
sequential	21	611	0.386
[worst max-delay path, stage by stage, from the launching register on]
cell and delay [ns]:
sky130_fd_sc_hd__edfxtp_1 0.38, sky130_fd_sc_hd__mux2_4 0.28, sky130_fd_sc_hd__buf_6 0.11
[logic make-up (layout without fill, tap and decap cells)]
family,Yosys count,count (layout),synth area share
DFF,21,21,0.558
muxes,10,10,0.129
other,2,26,0.00687
buffers and inverters,44,63,0.295
and+or+nand+nor,2,2,0.0103
